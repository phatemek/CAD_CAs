`flow/run.sh`:
```
#!/bin/bash
# OpenROAD 26Q1-2900-gdf79404cd8, Yosys 0.63+post, stock flow scripts
make -C /OpenROAD-flow-scripts/flow DESIGN_CONFIG=/design/flow/config.mk WORK_HOME=/design/flow/orfs finish
```
`flow/config.mk`:
```
export PLATFORM = sky130hd
export DESIGN_NAME = buffer64
export DESIGN_NICKNAME = buffer64
export VERILOG_FILES = /design/flow/design.v
export SDC_FILE = /design/flow/constraint.sdc
export NUM_CORES = 4
export LEC_CHECK = 1
export CORE_UTILIZATION = 30
```
`flow/constraint.sdc`:
```
current_design buffer64

set clk_period 93.0
set clk_io_pct 0.2

create_clock -name clk0 -period $clk_period [get_ports {clk}]

set non_clock_inputs [all_inputs -no_clocks]
set_input_delay [expr $clk_period * $clk_io_pct] -clock clk0 $non_clock_inputs
set_output_delay [expr $clk_period * $clk_io_pct] -clock clk0 [all_outputs]
```
`flow/design.v`:
```
module buffer64(clk, rst, meminp, addr, wen, out);
input clk, rst, wen;
input [31:0] meminp;
input [8:0] addr;
output wire [31:0] out;
reg [0:511] buff;
always@(posedge clk) begin
	if(rst) buff = 512'b0;
	else if(wen) buff[addr +: 32] = meminp;
end
assign out = buff[addr +: 32];
endmodule
```
==> impl_metrics.env <==
# implementation run metrics
export IMPL_ys_sh_xor_pct=0.833
export IMPL_finalHoldWorstSlack_ns=0.507
export IMPL_yosys_area_share_aoi_pct=28.6
export IMPL_timing_worst_slew_pin_value_ns=1.66
export IMPL_global_route_peak_usage_layer="met2"
export IMPL_floorplan_die_area_um2=192000
export IMPL_ys_cells=7249
export IMPL_post_drt_via_cell_ratio=7.68
export IMPL_postRouteAntennaNets=0
export IMPL_skew_ns=0
export IMPL_drt_drc_violations_left=0
export IMPL_overall_die_width_um=438
export IMPL_power_consumption_w=0.000886
export IMPL_synthesis_warning_total=1
export IMPL_htree_levels=2
export IMPL_floorplan_rows=159
export IMPL_setup_tns_ns=0
export IMPL_min_delay_path_class="flip-flop to flip-flop"
export IMPL_cts_hold_fix_buffers=0
export IMPL_die_y_um=438
export IMPL_worstPathArrival_ns=27.45
export IMPL_max_slew_margin_pct=-10.6
export IMPL_avg_inst_size_synth_um2=7.88
export IMPL_synth_chip_area_um2=57100
export IMPL_gp_congestion=1.31
export IMPL_tritoncts="yes"
export IMPL_postSynthCellCount=7249
export IMPL_dp_hpwl_mm=379
export IMPL_area_growth_synth_to_final_pct=12.4
export IMPL_mostFrequentLayoutCell="sky130_fd_sc_hd__nand2_1"
export IMPL_clk_pin_slew_ns=0.06
export IMPL_wire_per_inst_um=50.5
export IMPL_global_route_usage_met1_pct=53.9
export IMPL_required_time_at_the_worst_slack_endpoint_ns=74.40
export IMPL_p_leak_nw=21.7
export IMPL_pin_count_of_the_biggest_net_entering_global_routing=143
export IMPL_synth_mux_area_fraction_pct=30.9
export IMPL_core_area_um2=188000
export IMPL_number_of_flops_mapped_to_enable_cells_by_yosys=0
export IMPL_port_buffer_count=75
export IMPL_failed_checks="max-capacitance violations, max-slew violations"
export IMPL_number_of_flip_flops_under_the_largest_register_name=512
export IMPL_grt_use_met2_pct=61.9
export IMPL_crit_fanout=139
export IMPL_hold_path_startpoint="buff[134]"
export IMPL_timing_hold_violations_final=0
export IMPL_clock_sinks=512
export IMPL_path_class="input pin to output pin"
export IMPL_post_route_min_period_ns=46.05
export IMPL_grt_first_pass_wirelength_mm=644
export IMPL_simple_gate_area_share_pct=15.6
export IMPL_synth_async_reset_ratio_pct=0
export IMPL_worst_ir_drop_vdd_uv=16.4
export IMPL_synth_flop_count=512
export IMPL_drt_total_wl_mm=493
export IMPL_worstSkewPairLatency_ns=0.68
export IMPL_synth_adder_area_share_pct=0.175
export IMPL_min_period_over_period_pct=49.5
export IMPL_power_density_nw_per_um2=13.8
export IMPL_ff_type="sky130_fd_sc_hd__dfxtp_1"
export IMPL_maxCapViolCount=6
export IMPL_timing_fmax_mhz=21.7
export IMPL_cts_root_buf="sky130_fd_sc_hd__clkbuf_16"
export IMPL_synth_seq_share_pct=18.0
export IMPL_route_vias_total=74900
export IMPL_worst_r2r_startpoint="buff[384]"
export IMPL_layout_top_cells="994 x sky130_fd_sc_hd__nand2_1, 712 x sky130_fd_sc_hd__o21ai_0, 606 x sky130_fd_sc_hd__mux2i_1"
export IMPL_post_cts_setup_buffers=0
export IMPL_drive_above_1_share_pct=18.6
export IMPL_cts_made_buffers=58
export IMPL_outcome="finished with violations"
export IMPL_antenna_found_initial=66
export IMPL_buffers_from_clock_root_to_sink_at_most=3
export IMPL_cp_end_kind="output pin"
export IMPL_drt_first_pass_iters=17
export IMPL_count_of_pins_on_the_block_boundary=76
export IMPL_detailedRoute_firstIterationViolations=13500
export IMPL_global_routing_usage_summed_across_all_routing_layers_pct=51.3
export IMPL_grtUsageMet3_pct=42.3
export IMPL_floorplan_initialDensity_pct=30.3
export IMPL_synthDistinctLibCells=98
export IMPL_top_non_seq_family="multiplexers"
export IMPL_finalMaxSlewViolations=30
export IMPL_post_cts_resized=0
export IMPL_synthesis_area_um2=57100
export IMPL_globalRoute_totalOverflow=0
export IMPL_startpoint_type="input pin"
export IMPL_cp_startpoint="addr[1]"
export IMPL_log_warnings=53
export IMPL_fillerInstances=19100
export IMPL_setup_viol_count_final=0
export IMPL_grt_setup_unrepaired="no"
export IMPL_via_count_of_the_first_global_routing_pass=68100
## where the power goes
part           total [W]  leakage, nW  internal [W]  switching, W
Combinational   0.000390         16.5     0.0000998      0.000290
Clock           0.000265         1.05      0.000156      0.000109
Sequential      0.000232         4.13      0.000223    0.00000910
## per-stage QoR
stage	util, %	instances	instance area [um2]	setup slack (ns)
5_1_grt	34.0	9702	64000	47.06
6_report	34.1	9753	64200	46.95
3_5_place_dp	32.8	9558	61800	47.73
3_3_place_gp	32.8	9556	61800	47.74
2_1_floorplan	-	7249	57100	51.47
4_1_cts	33.9	9666	63900	47.66
## cells in the mapped netlist (all sizes together) (7+ instances only)
cell type | instances | area (um2)
clkbuf | 332 | 1250
a221oi | 43 | 377
o21a | 17 | 128
o31a | 12 | 105
a21oi | 534 | 2690
nor2b | 12 | 75.1
a211o | 11 | 97.6
o21ai | 794 | 3980
o2111ai | 35 | 307
nor4 | 22 | 193
or2 | 13 | 81.3
a21o | 23 | 173
nor2 | 521 | 2000
a2bb2oi | 15 | 131
mux2i | 610 | 6110
o221ai | 50 | 438
o32ai | 21 | 184
nand3 | 166 | 856
and3 | 41 | 257
mux4 | 393 | 8850
a31oi | 55 | 344
xnor2 | 43 | 407
nand4 | 31 | 194
or3 | 33 | 206
nand2b | 15 | 93.8
o31ai | 19 | 143
buf | 393 | 1950
inv | 43 | 161
o22ai | 381 | 2380
dfxtp | 512 | 10200
a32oi | 26 | 228
mux2 | 241 | 2710
xor2 | 7 | 68.8
ha | 8 | 100
nand2 | 1001 | 3760
nor3 | 143 | 788
a22oi | 146 | 1100
o2bb2ai | 13 | 114
and4 | 7 | 61.3
a211oi | 108 | 838
and2 | 31 | 194
o211ai | 173 | 1310
a2111oi | 26 | 248
a22o | 17 | 149
o22a | 18 | 158
## per-layer routing
layer  vias up  part of all wire, %
met5         -                  1.0
met4       122                   12
met3      2660                   20
met2      8481                   35
met1     35700                   32
li1      27900                    -
## critical path, stage by stage
cell	delay (ns)
sky130_fd_sc_hd__clkdlybuf4s50_1	0.84
sky130_fd_sc_hd__inv_1	0.21
sky130_fd_sc_hd__ha_4	0.76
sky130_fd_sc_hd__buf_4	0.66
sky130_fd_sc_hd__buf_4	0.63
sky130_fd_sc_hd__buf_4	0.74
sky130_fd_sc_hd__buf_12	0.64
sky130_fd_sc_hd__mux2_2	0.49
sky130_fd_sc_hd__mux2i_1	0.81
sky130_fd_sc_hd__buf_4	0.25
sky130_fd_sc_hd__mux2i_1	0.08
sky130_fd_sc_hd__o211ai_1	0.26
sky130_fd_sc_hd__o221ai_1	0.16
sky130_fd_sc_hd__a211oi_1	1.16
sky130_fd_sc_hd__a21oi_1	0.31
sky130_fd_sc_hd__clkdlybuf4s50_1	0.54
## logic make-up (layout without fill, tap and decap cells)
| kind of cell | count (synthesis) | in the layout |
|---|---|---|
| adder cells (fa/ha/maj) | 8 | 8 |
| AND/OR/NAND/NOR | 2052 | 2052 |
| XOR/XNOR | 50 | 50 |
| other | 0 | 85 |
| buffers and inverters | 770 | 694 |
| AND-OR/OR-AND | 2613 | 2613 |
| multiplexers | 1244 | 1244 |
| flip-flops | 512 | 512 |
## final cells by class
class,count,area [um2],share of cell area [%]
repair buffers,541,4420,6.88
well taps,2495,3120,4.87
multi-input cells,5967,43800,68.3
flip-flops and latches,512,10200,16.0
clock inverters,32,524,0.817
inverters,45,180,0.281
clock buffers,76,1610,2.51
diodes,85,213,0.332
## path summary, 6_finish.rpt
kind / slack, ns / cells after the start / end
hold / removal: 0.51 / 2 / buff[134]
setup / recovery: 46.95 / 16 / out[17]
setup reg to reg: 91.48 / 2 / buff[384]
hold reg to reg: 0.51 / 2 / buff[134]
Power and IR drop assume default switching activity.
