===== /design/flow/config.mk =====
export PLATFORM = sky130hd
export DESIGN_NAME = sreg64bit
export DESIGN_NICKNAME = sreg64bit
export VERILOG_FILES = /design/flow/design.v
export SDC_FILE = /design/flow/constraint.sdc
export NUM_CORES = 4
export LEC_CHECK = 1
export CORE_AREA = 10 10 361 361
export DIE_AREA = 0 0 371 371

===== /design/flow/constraint.sdc =====
current_design sreg64bit

set clk_period 1.5
set clk_io_pct 0.2

create_clock -name clk0 -period $clk_period [get_ports {clk}]

set non_clock_inputs [all_inputs -no_clocks]
set_input_delay [expr $clk_period * $clk_io_pct] -clock clk0 $non_clock_inputs
set_output_delay [expr $clk_period * $clk_io_pct] -clock clk0 [all_outputs]

===== /design/flow/design.v =====
module sreg64bit(a, b, c, d, clk, rst, en, res);
	input [31:0] a, b, c, d;
	input clk, rst, en;
	reg [127:0] tmpa, tmpb, tmpc, tmpd;
	output [511:0] res;
	always @(posedge clk, posedge rst)begin
		if (rst)begin tmpa = 0; tmpb = 0; tmpc = 0; tmpd = 0;end
		else if (en)begin
			tmpa = {tmpa[127 - 32:0], a};
			tmpb = {tmpb[127 - 32:0], b};
			tmpc = {tmpc[127 - 32:0], c};
			tmpd = {tmpd[127 - 32:0], d};
		end
	end
	assign res = {tmpa, tmpb, tmpc, tmpd};
endmodule

===== /design/flow/run.sh =====
#!/bin/bash
# OpenROAD 26Q1-2900-gdf79404cd8, Yosys 0.63+post, stock flow scripts
make -C /OpenROAD-flow-scripts/flow DESIGN_CONFIG=/design/flow/config.mk WORK_HOME=/design/flow/orfs finish

==> GITHUB_STEP_SUMMARY <==
### Flow metrics

| Metric | Value |
|---|---|
| DRC Markers | 0 |
| First-pass detailed-route iteration total | 4 |
| Reg2Reg Launch Point | tmpb[66] |
| H-tree depth | 2 |
| Dpl hpwl | 46.5 mm |
| Max transition margin | 0.751 |
| Crit-path cells | buf_12 |
| Finished Cell Area | 30200 um2 |
| Total number of vias | 13000 |
| Count of cell types in the netlist | 6 |
| RSZ-0062 raised after global routing | yes |
| Share of cells above drive strength 1 | 0.709 |
| Top-area cell share | 0.666 |
| Yosys stat cell total | 1082 |
| LEAKAGE | 0.0138 uW |
| Buf/Inv on CP | 1 |
| Placed inst area | 27900 um2 |
| CTS tree | built |
| Startpoint Class | flip-flop |
| Post-synth seq share | 0.666 |
| Setup TNS Final | -0.108 ns |
| Maxcap violations | 0 |
| GRT Resource Usage Total | 0.0900 |
| Commonest Layout Cell | mux2_2 |
| Slew Viols, Final | 0 |
| Reg clk slew, reported paths | 0.06 ns |
| Vias in the first global route | 13900 |
| First-pass GRT wire length | 93.6 mm |
| Cts bufs inserted | 57 |
| Hold Fails Final Rpt | 0 |
| DIE WIDTH | 371 um |
| Mapped Area | 19200 um2 |
| Site Rows | 128 |
| Die area | 138000 um2 |
| Worst-Margin Slew | 0.373 ns |
| Slowest cell on crit path | dfrtp_2 |
| CP arrival | 1.27 ns |
| Setup ws final | -0.0654 ns |
| Area leader, netlist | dfrtp_1 |
| Comb area | 5770 um2 |
| Period utilisation layout | 1.04 |
| Post-DR wirelength/cell | 16.6 um |
| Routability cong. | 0.818 |
| Util after Layout | 0.247 |
| Hold crit path type | input port to asynchronous set/reset pin |
| Tot Pwr | 40600 uW |
| Reg2reg end | tmpb[98] |
| CTS Buffer Depth | 3 |
| Worst Setup SP | tmpc[127] |
| Final ANT Viol Nets | 0 |
| Violated checks | negative setup slack |
| Via/cell ratio | 3.39 |
| Biggest area cells | dfrtp_1, mux2_2, buf_6 |
| WP data required | 1.20 ns |
| Worst-skew pair later-pin latency | 0.63 ns |
| Top Layout Cells | mux2_2, dfrtp_1, buf_2 |
| Critical path endpoint category | output pin |
| Crit path time final | 1.57 ns |
| CP Class | flip-flop to output pin |
| # IOs | 643 |
| FF-to-FF path depth | 3 |
| Flops after synth | 512 |
| Max IR drop VDD | 973 uV |
| Clock skew | 0.0152 ns |
| Register Area | 12800 um2 |
| Delay-heaviest family, CP | flip-flops |
| Port buffer count | 642 |
| CORE AREA | 122000 um2 |
| Final Setup Violations | 5 |
| Synth Warn # | 1 |
| Die Height | 371 um |
| First DRT Iteration DRCs | 534 |
| Fmax | 639 MHz |
| Syn avg cell area | 17.8 um2 |
| CP peak stage delay | 0.48 ns |
| CTS root buf | clkbuf_16 |
| Area reported by Yosys stat | 19200 um2 |
| CTS Sinks | 512 |
| Min Hold Slack | 0.121 ns |
| Largest net degree at the start of global routing | 42 |
| Total grt overflow | 0 |
| Initial antenna violation count | 3 |
| Routed wire length | 63.7 mm |
| Syn Inst Count | 1082 |
| Internal reg-to-reg setup slack | 0.45 ns |
| Initial Utilization | 0.158 |
| Tool Warnings | 28 |
| Fillers | 12800 |
| Outcome | finished with violations |
| Maximum fanout along the worst path | 2 |
| PD cells | 1350 nW/um2 |
| Area grow syn2layout | 56.9% |
-- logic make-up (layout without fill, tap and decap cells) --
| family | after synthesis | after routing | synth area share |
|---|---|---|---|
| flops | 512 | 512 | 0.666 |
| mux | 512 | 512 | 0.300 |
| buf+inv | 58 | 1179 | 0.0336 |
| other cells | 0 | 1 | 0 |
-- per-layer routing --
metal  global-route usage  share of wire  vias to the layer above
met5                    0              0                        -
met4               0.0193          0.026                        0
met3               0.0409           0.11                       85
met2                0.144           0.46                      481
met1                0.112           0.40                     6383
li1                     -              -                     6017
-- Yosys cell counts --
cell type  count
buf_2          3
inv_1          1
dfrtp_1      512
clkbuf_8       8
buf_6         46
mux2_2       512
-- state kept, by name (all words and copies together), names as in the netlist --
register / flops
tmpa: 128
tmpb: 128
tmpd: 128
tmpc: 128
-- power breakdown --
part	total, uW	switching (uW)	leakage [uW]	internal, uW
Clock	14000	5860	0.000949	8180
Combinational	8930	3060	0.00685	5870
Sequential	17600	1390	0.00601	16200
-- timing repair --
| action | in CTS | in global routing |
|---|---|---|
| hold endpoints to repair | 1 | 0 |
| hold buffers | 1 | 0 |
| setup buffers | 294 | 63 |
| setup endpoints to repair | 512 | 337 |
| resized | 1836 | 5 |
-- final cells by class --
cell class	instances	share of cell area
antenna	1	0.0000830
clock buffer	84	0.0577
clock inverter	23	0.00539
inverter	1	0.000249
multi-input combinational	512	0.191
sequential	512	0.425
tap	1625	0.0674
timing repair buffer	1071	0.253
-- worst max path at each step --
stage	endpoint	cells after the start	slack, ns
4_1_cts	res[255]	1	-0.14
5_1_grt	res[255]	1	-0.13
6_report	res[255]	1	-0.07
-- metrics by stage --
stage / setup slack (ns) / cells
2_1_floorplan: -5.75 / 1082
3_3_place_gp: 0.0973 / 3363
6_report: -0.0654 / 3829
4_1_cts: -0.138 / 3765
3_5_place_dp: 0.0932 / 3363
5_1_grt: -0.129 / 3828
No activity file was given, so power comes from the tool's default toggle rates.
